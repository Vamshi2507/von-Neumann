<file path="./run.sh">
#!/bin/bash
# OpenROAD 26Q1-2900-gdf79404cd8, Yosys 0.63+post, stock flow scripts
make -C /OpenROAD-flow-scripts/flow DESIGN_CONFIG=/design/flow/config.mk WORK_HOME=/design/flow/orfs finish
</file>
<file path="./design.v">
`timescale 1ns/1ps
module ALU(input op, input [7:0] A, input [7:0] B, output [8:0] res);
assign res[8:0] = op ? (A[7:0] - B[7:0]) : (A[7:0] + B[7:0]);
endmodule
</file>
<file path="./config.mk">
export PLATFORM = sky130hd
export DESIGN_NAME = ALU
export DESIGN_NICKNAME = ALU
export VERILOG_FILES = /design/flow/design.v
export SDC_FILE = /design/flow/constraint.sdc
export NUM_CORES = 4
export LEC_CHECK = 1
export CORE_AREA = 10 10 70 70
export DIE_AREA = 0 0 80 80
</file>
<file path="./constraint.sdc">
current_design ALU

set clk_period 7.9
set clk_io_pct 0.2

create_clock -name clk0 -period $clk_period

set non_clock_inputs [all_inputs -no_clocks]
set_input_delay [expr $clk_period * $clk_io_pct] -clock clk0 $non_clock_inputs
set_output_delay [expr $clk_period * $clk_io_pct] -clock clk0 [all_outputs]
</file>
==> GITHUB_STEP_SUMMARY <==
## Implementation flow summary

| Metric | Value |
|---|---|
| Status | `finished clean` |
| Final setup fails | `0` |
| Post-CTS Setup Inserts | `0` |
| TNS Setup | `0 ns` |
| Slew Limit Fails | `0` |
| RePlAce Congestion | `0.808` |
| Via density | `3.83` |
| Fill cells | `380` |
| Largest area contributor in the netlist | `ha_1` |
| Synth top cells by count | `ha_1, inv_1, xnor2_1` |
| Initial antenna violation count | `0` |
| Layout cells sized above 1 | `7.22%` |
| Drt first-iter violations | `9` |
| Pwr per Cell Area | `99.5 nW/um^2` |
| CTS Hold Bufs | `0` |
| Flop area | `0 um^2` |
| Crit-path max FO | `4` |
| FP Core Util | `16.4%` |
| Antenna Nets Post-Route | `0` |
| Largest net degree at the start of global routing | `9` |
| Clkbuf count | `0` |
| Vias | `548` |
| Top area cell types | `ha_1, xnor2_1, inv_1, nor2_1, xor2_1` |
| Yosys stat chip area | `559 um^2` |
| Crit Path Class | `in -> out` |
| Crit share post-route | `74.7%` |
| Worst setup EP type | `output pin` |
| Cell variety after synth | `28` |
| Chip width | `80 um` |
| Min Tclk post-route | `5.90 ns` |
| Post-DR wirelength/cell | `10.3 um` |
| Critical path arrival | `4.32 ns` |
| Flop count | `0` |
| RSZ-0062 raised after global routing | `false` |
| Register area share after synthesis | `0%` |
| Area of the mapped netlist | `559 um^2` |
| DP Cell Count | `143` |
| Gr usage total | `4.49%` |
| Max-slew headroom | `80.4%` |
| Final Non-Filler Cells | `143` |
| Maxcap violations | `0` |
| Worst vdd ir | `0.0222 mV` |
| CP Capture Point | `res[8]` |
| I/O pin count | `26` |
| 1st-pass router iterations | `2` |
| CP peak stage delay | `0.52 ns` |
| Chip height | `80 um` |
| Post_cts resized | `0` |
| CP most frequent cell | `clkdlybuf4s50_1` |
| Crit path buf inv count | `3` |
| Total Wirelength | `1470 um` |
| Levels on crit path | `10` |
| Total congestion overflow | `0` |
| Row cnt | `21` |
| HPWL Detailed | `1360 um` |
| Synth Instances | `72` |
| Syn_area_per_cell | `7.77 um^2` |
| Critical path origin | `B[0]` |
| Log Warnings | `32` |
| Antenna Cells | `0` |
| Post-route DRC | `0` |
| Worst Path Required | `6.32 ns` |
| Area delta synth->final | `54.8%` |
| Die Area | `6400 um^2` |
| Top-area cell share | `20.1%` |
| Worst Tran Pin Value | `0.293 ns` |
| CP cell instances | `clkdlybuf4s50_1, inv_1, ha_1, mux2_2, fa_1, nor2b_4, o2111ai_2, a32oi_2, xnor2_1, clkdlybuf4s50_1` |
| Port Buffer Count | `26` |
| Cell family with most CP delay | `buffers and inverters` |
| Hold Vio Cnt, Final | `0` |
| # Cells Yosys | `72` |
| Ys Warns | `0` |
| Critical Path Start Type | `primary input` |
| Hold Crit Class | `in -> out` |
| Max Fclk | `169 MHz` |
| Vias in the first global route | `555` |
| CP max stage cell | `clkdlybuf4s50_1` |
| Global-route wire length before repair | `2400 um` |
| Leak pwr | `0.364 nW` |
| CORE AREA | `3420 um^2` |
==> per-layer routing <==
layer	wire length [um]	vias to the layer above	part of all wire [%]	GRT usage, %
met5	0	-	0	0
met4	0	0	0	0
met3	126	0	8.6	1.59
met2	636	14	43	7.54
met1	704	227	48	5.70
li1	-	307	-	-
==> final cells by class <==
| class | instances | area [um^2] | share of cell area (%) |
|---|---|---|---|
| timing repair buffer | 26 | 260 | 30.1 |
| inverter | 9 | 33.8 | 3.90 |
| multi-input combinational | 62 | 514 | 59.4 |
| tap | 46 | 57.6 | 6.65 |
==> worst min-delay path: stages <==
cell	delay, ns
clkdlybuf4s50_1	0.39
inv_1	0.05
ha_1	0.12
inv_1	0.03
clkdlybuf4s50_1	0.39
==> power breakdown <==
part,total [mW],internal (mW),switching (mW)
logic,0.0861,0.0536,0.0325
clock network,0,0,0
registers,0,0,0
total,0.0861,0.0536,0.0325
==> how the worst min path moves through the flow <==
stage / from / end / slack, ns / depth (start not counted)
after CTS: A[0] / res[0] / 4.16 / 5
after global routing: A[0] / res[0] / 4.22 / 5
final: A[0] / res[0] / 4.15 / 5
==> cells in the final DEF (no fill, tap or decap), types with 2 or more instances in the layout <==
cell type and instances:
a21o_1 2, a21oi_1 4, clkdlybuf4s50_1 26, ha_1 9, inv_1 9, nand2_1 2
nor2_1 8, nor3_1 3, o21a_1 2, o21ai_0 4, xnor2_1 9, xor2_1 3
==> through the flow <==
step           worst slack (ns)  total power, mW  cell area (um^2)  utilization, %  hold WS [ns]
4_1_cts                    1.98           0.0882               866            25.3          4.16
5_1_grt                    1.88           0.0962               866            25.3          4.22
3_5_place_dp               1.98           0.0878               866            25.3          4.16
2_1_floorplan              3.16           0.0437               559               -          3.27
6_report                   2.00           0.0861               866            25.3          4.15
3_3_place_gp               2.01           0.0873               866            25.3          4.16
==> kinds of logic (layout without fill, tap and decap cells) <==
kind of cell / count (synthesis) / after routing / synth area share (%)
multiplexers: 2 / 2 / 3.80
adder cells (fa/ha/maj): 10 / 10 / 23.7
AND/OR/NAND/NOR: 20 / 20 / 21.3
XOR/XNOR: 12 / 12 / 18.8
AND-OR/OR-AND: 18 / 18 / 24.4
buffers and inverters: 10 / 35 / 8.05
No activity file was given, so power comes from the tool's default toggle rates.
