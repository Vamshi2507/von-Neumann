$ cat ./config.mk
export PLATFORM = sky130hd
export DESIGN_NAME = bcd2sevenseg
export DESIGN_NICKNAME = bcd2sevenseg
export VERILOG_FILES = /design/flow/design.v
export SDC_FILE = /design/flow/constraint.sdc
export NUM_CORES = 4
export LEC_CHECK = 1
export CORE_AREA = 10 10 70 70
export DIE_AREA = 0 0 80 80
$ cat ./constraint.sdc
current_design bcd2sevenseg

set clk_period 1.2
set clk_io_pct 0.2

create_clock -name clk0 -period $clk_period

set non_clock_inputs [all_inputs -no_clocks]
set_input_delay [expr $clk_period * $clk_io_pct] -clock clk0 $non_clock_inputs
set_output_delay [expr $clk_period * $clk_io_pct] -clock clk0 [all_outputs]
$ cat ./design.v
`timescale 1ns / 1ps
module bcd2sevenseg(
    input [3:0] bcd,
    output reg [6:0] seg
    );
always @(bcd)
begin
    case (bcd)
        0 : seg <= 7'b1111110;
        1 : seg <= 7'b0110000;
        2 : seg <= 7'b1101101;
        3 : seg <= 7'b1111001;
        4 : seg <= 7'b0110011;
        5 : seg <= 7'b1011011;
        6 : seg <= 7'b1011111;
        7 : seg <= 7'b1110000;
        8 : seg <= 7'b1111111;
        9 : seg <= 7'b1111011;
        10 : seg <= 7'b1110111;
        11 : seg <= 7'b0011111;
        12 : seg <= 7'b1001110;
        13 : seg <= 7'b0111101;
        14 : seg <= 7'b1001111;
        15 : seg <= 7'b1000111;
        default : seg <= 7'b0000000; 
    endcase
end  
endmodule
$ cat ./run.sh
#!/bin/bash
# OpenROAD 26Q1-2900-gdf79404cd8, Yosys 0.63+post, stock flow scripts
make -C /OpenROAD-flow-scripts/flow DESIGN_CONFIG=/design/flow/config.mk WORK_HOME=/design/flow/orfs finish
==> run notes <==
run metrics: result of the run=finished, violations left, final core utilization=roughly 18%, die area=6400 um^2, final tally of setup violations=7, overall track demand over capacity in global routing=2.66%, total power per unit cell area=291 nW/um^2, remaining antenna violation count after routing=0, Detailed Route Iter0 Violations=0, cell area after synthesis=288 um^2, via count=298, antenna violations before repair=0, category of the worst setup path launch point=primary input, yosys stat cell total=33, most instantiated library cell after synthesis=sky130_fd_sc_hd__ha_1, Internal=0.105 mW, area of all sequential standard cells=0 um^2, worst vdd rail ir drop=93.0 uV, final critical-path share of the clock period=119%, area leader, netlist=sky130_fd_sc_hd__ha_1, grt total ovfl=0, worst min path class=primary input to output port, violations in the final reports=negative setup slack, share of post-route cells with drive strength above 1=71.7%, CP Class=primary input to output port, first-pass GRT wire length=1460 um, worst slew margin relative to its limit=85.7%, area occupied by multi-input gates=330 um^2, IO buf count=11, Fin. Hold Viols=0, detailed-route vias per instance=approximately 3, number of sequential storage elements=0, Final Max-Slew Violation Tally=0, Cell Type Count=17, placer congestion estimate=0.778, sw frac=roughly two fifths, Boundary Pins=11, reported leakage power=0.242 nW, top post-synthesis cells by area=sky130_fd_sc_hd__ha_1 (30%), sky130_fd_sc_hd__mux2_2 (12%), sky130_fd_sc_hd__mux4_1 (9.1%), via count of the first global-routing pass=about 320, highest attainable clock frequency=699 MHz, area of all placed cells without fillers=607 um^2, clock network power share=0%, register share of total power=0%, horizontal die dimension=80 um, Die Height=80 um, floorplan-stage core utilization=8.42%, layout overhead on the synthesized area=111%, total detailed-routing wirelength=roughly 900 um, Post-DP Area=534 um^2, detailed-route wire length per cell=8.98 um, Syn Area/Cell=8.72 um^2, power spent charging and discharging nets=0.0714 mW, critical path peak fanout=4, power consumption=0.176 mW, setup slack at placement=-1.13 ns, number of clock-tree buffers in the layout=0, capturing element type of the critical path=output port, required time at the worst-slack endpoint=0.96 ns, site row count=21, proportion of synthesized chip area in sequential cells=0%, Worst Path Arrival=1.19 ns, pin count of the biggest net entering global routing=9, Gate Count Post-Synth=33, max capacitance violation total=0, number of filler instances in the final layout=402, Final TNS setup=-1.12 ns, measured slew at the worst slew-check pin=0.213 ns, yosys stat chip area=288 um^2, leading cell types by count after synthesis=sky130_fd_sc_hd__ha_1 (7), sky130_fd_sc_hd__inv_1 (5), sky130_fd_sc_hd__a21oi_1 (3), sky130_fd_sc_hd__mux2_2 (3), tool warnings=40, time the final worst path needs with I/O delays and setup=between 1 and 1.5 ns, post-route insts no fill=99, setup repair after global routing missed its margin=true, portion of synthesized cell area occupied by the leading cell type=30.4%, worst hold margin=between 0.8 and 0.9 ns, Inst Count DP=about 97, CORE AREA=3420 um^2, YS warnings=1, drt first pass iters=1, diode insertion count for antenna repair=0, hold-fix buffer count after cts=0, fraction of power consumed by combinational cells=100.0%, final setup slack of the worst path=-0.231 ns, detailed-route DRC error count=0
## worst max-delay path: stages
cell and delay [ns]:
sky130_fd_sc_hd__buf_12 0.11, sky130_fd_sc_hd__inv_8 0.06, sky130_fd_sc_hd__ha_4 0.20, sky130_fd_sc_hd__mux4_2 0.44
sky130_fd_sc_hd__buf_2 0.13
## cell families after synthesis
kind of cell	share of synthesized area [%]
AND-OR/OR-AND	15.2
adder cells (fa/ha/maj)	30.4
buffers and inverters	12.2
multiplexers	27.8
AND/OR/NAND/NOR	14.4
## path summary, 6_finish.rpt
| path | end | start | cells past startpoint |
|---|---|---|---|
| min | seg[4] | bcd[3] | 3 |
| max | seg[3] | bcd[0] | 5 |
## power by group through the flow
| stage | sequential (mW) | clock (mW) | combinational [mW] |
|---|---|---|---|
| 4_1_cts | 0 | 0 | 0.172 |
| 5_1_grt | 0 | 0 | 0.193 |
| 6_report | 0 | 0 | 0.176 |
## cell usage in the layout (no fill, tap or decap)
cell,synthesis,layout
sky130_fd_sc_hd__o32a_1,1,1
sky130_fd_sc_hd__nor3_1,2,1
sky130_fd_sc_hd__or2b_1,1,1
sky130_fd_sc_hd__nor2b_1,1,1
sky130_fd_sc_hd__inv_8,0,1
sky130_fd_sc_hd__buf_6,1,1
sky130_fd_sc_hd__mux2i_1,2,2
sky130_fd_sc_hd__nand3b_1,1,1
sky130_fd_sc_hd__ha_4,0,5
sky130_fd_sc_hd__a21oi_1,3,1
sky130_fd_sc_hd__a21oi_2,0,2
sky130_fd_sc_hd__buf_12,0,2
sky130_fd_sc_hd__ha_1,7,1
sky130_fd_sc_hd__a31o_1,1,1
sky130_fd_sc_hd__clkinv_8,0,1
sky130_fd_sc_hd__o31a_2,1,1
sky130_fd_sc_hd__mux4_2,0,1
sky130_fd_sc_hd__buf_8,0,1
sky130_fd_sc_hd__buf_4,0,8
sky130_fd_sc_hd__mux2_4,0,1
sky130_fd_sc_hd__ha_2,0,1
sky130_fd_sc_hd__nand2_1,1,1
sky130_fd_sc_hd__mux2_2,3,2
sky130_fd_sc_hd__dlygate4sd2_1,0,1
sky130_fd_sc_hd__inv_2,0,1
sky130_fd_sc_hd__buf_2,1,9
sky130_fd_sc_hd__nor3_2,0,1
sky130_fd_sc_hd__nand2b_1,1,1
sky130_fd_sc_hd__inv_1,5,2
## layer usage
metal  share of wire (%)  GRT usage (%)  routed length (um)  vias up
met5                   0              0                   0        -
met4                   0              0                   0        0
met3                0.22              0                   2        0
met2                  58           5.62                 516        3
met1                  42           2.98                 371      139
li1                    -              -                   -      156
## area by class of cell
cell class | instances | area share [%]
tap | 46 | 9.48
timing repair buffer | 22 | 29.7
inverter | 5 | 6.39
multi-input combinational | 26 | 54.4
## what timing repair did
| item | CTS | global route |
|---|---|---|
| endpoints found under the hold margin | 0 | 0 |
| endpoints found under the setup margin | 7 | 7 |
| pin swaps | 6 | 1 |
| gates resized | 59 | 6 |
| setup buffers | 1 | 0 |
| cloned | 1 | 0 |
Power is estimated from default activity; no workload was simulated.
