$ cat design/flow/config.mk
export PLATFORM = sky130hd
export DESIGN_NAME = PC
export DESIGN_NICKNAME = PC
export VERILOG_FILES = /design/flow/design.v
export SDC_FILE = /design/flow/constraint.sdc
export NUM_CORES = 4
export LEC_CHECK = 1
export CORE_AREA = 10 10 70 70
export DIE_AREA = 0 0 80 80
$ cat design/flow/constraint.sdc
current_design PC

set clk_period 1.6
set clk_io_pct 0.2

create_clock -name clk0 -period $clk_period [get_ports {clk}]

set non_clock_inputs [all_inputs -no_clocks]
set_input_delay [expr $clk_period * $clk_io_pct] -clock clk0 $non_clock_inputs
set_output_delay [expr $clk_period * $clk_io_pct] -clock clk0 [all_outputs]
$ cat design/flow/design.v
`timescale 1ns/1ps
module PC(input clk, input rst, input enable, input [3:0] jmploc, input jmp, output reg [3:0] count);
wire CLK;
assign CLK = (clk & enable);
initial begin
    count <= 4'b0000;
end
always @(posedge CLK)
begin
    if(rst)
    begin
        count <= 4'b0000;
    end
    else
    begin
        count <= count + 1;
    end
end
always @(posedge clk)
begin
    if(jmp)
    begin
        count <= jmploc;
    end
end
endmodule
$ cat design/flow/run.sh
#!/bin/bash
# OpenROAD 26Q1-2900-gdf79404cd8, Yosys 0.63+post, stock flow scripts
make -C /OpenROAD-flow-scripts/flow DESIGN_CONFIG=/design/flow/config.mk WORK_HOME=/design/flow/orfs finish
==> results_dict.tcl <==
# metrics dict for downstream scripts
set metrics [dict create \
    status "aborted with a tool error" \
    haltStage "1_2_yosys" \
    stop_error "ERROR: Found 4 problems in 'check -assert'." \
    top_area_frac 0.442 \
    ys.flops 8 \
    topCellsByArea "edfxtp_1 (44%), dfxtp_1 (29%), mux2_4 (5.5%)" \
    synth_seq_share 0.737 \
    ys_cells 18 \
    top_area_cell "edfxtp_1" \
    synth_cell_type_count 9 \
    yosys_area_um2 272 \
    ys_warn_count 1 \
]
[synth_stat cells]
library cell / n
nand3_1: 1
nor2_1: 3
ha_1: 1
nor2b_1: 2
and2_1: 1
mux2_4: 1
xnor2_1: 1
edfxtp_1: 4
dfxtp_1: 4
[logic make-up after synthesis]
group         after synthesis  synth area share
xor+xnor                    1            0.0323
simple gates                7             0.129
fa+ha+maj                   1            0.0461
flops                       8             0.737
mux                         1            0.0553
